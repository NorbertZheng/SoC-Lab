<file path="/design/flow/design.v">
module Registers(clk, reset, RegWrite, readReg1, readReg2, writeReg, writeData, readData1, readData2, CPU_MIO, DEBUG_SW32, DEBUG_BTN, DEBUG_RFINFO);
	parameter width = 32, AddrWidth = 5, num = 32;
	input clk;
	input reset;
	input RegWrite;
	input [AddrWidth - 1:0] readReg1;
	input [AddrWidth - 1:0] readReg2;
	input [AddrWidth - 1:0] writeReg;
	input [width - 1:0] writeData;
	output [width - 1:0] readData1;
	output [width - 1:0] readData2;
	output [31:0] CPU_MIO;
	input[1:0] DEBUG_SW32;
	input[3:0] DEBUG_BTN;
	output[width - 1:0] DEBUG_RFINFO;
	reg [width - 1:0] registers[num - 1:0];
	integer i;
	reg [width - 1:0] readData1_r;
	reg [width - 1:0] readData2_r;
	always@(*)
		begin
		readData1_r = registers[readReg1];
		readData2_r = registers[readReg2];
		end
	assign readData1 = readData1_r;
	assign readData2 = readData2_r;
	always@(negedge clk or negedge reset)
		begin
		if(!reset)
			begin
			for(i = 0;i < num;i = i + 1)
				registers[i] <= 0;
			registers[28] <= 32'h00001800;
			registers[29] <= 32'h00002ffe;
			end
		else if(RegWrite)
			begin
			registers[writeReg] <= (writeReg != 0) ? writeData : 0;
			end
		end
	assign CPU_MIO = registers[17] + 32'h00000020;
	assign DEBUG_RFINFO = DEBUG_SW32[1] ? registers[{DEBUG_SW32[0], DEBUG_BTN}][31:16] : registers[{DEBUG_SW32[0], DEBUG_BTN}][15:0];
endmodule
</file>
<file path="/design/flow/run.sh">
#!/bin/bash
# OpenROAD 26Q1-2900-gdf79404cd8, Yosys 0.63+post, stock flow scripts
make -C /OpenROAD-flow-scripts/flow DESIGN_CONFIG=/design/flow/config.mk WORK_HOME=/design/flow/orfs finish
</file>
<file path="/design/flow/config.mk">
export PLATFORM = sky130hd
export DESIGN_NAME = Registers
export DESIGN_NICKNAME = Registers
export VERILOG_FILES = /design/flow/design.v
export SDC_FILE = /design/flow/constraint.sdc
export NUM_CORES = 4
export LEC_CHECK = 1
export CORE_UTILIZATION = 30
</file>
<file path="/design/flow/constraint.sdc">
current_design Registers

set clk_period 7.0
set clk_io_pct 0.2

create_clock -name clk0 -period $clk_period [get_ports {clk}]

set non_clock_inputs [all_inputs -no_clocks]
set_input_delay [expr $clk_period * $clk_io_pct] -clock clk0 $non_clock_inputs
set_output_delay [expr $clk_period * $clk_io_pct] -clock clk0 [all_outputs]
</file>
==> reports/results.tsv <==
stage	metric	value	unit
sta	worst_pin_slew	1460	ps
drt	postRouteAntennaNets	0	
die	die-area	189000	um2
placement	dpl_cell_area	72000	um2
sta	finalSetupViolCount	85	
drt	dr_total_vias	71332	
die	pin_count	184	
layout	area_growth	44.8	%
clock_tree	cts_buffers	135	
die	initCoreUtil	30.3	%
die	die_width	435	um
layout	largestRegisters	registers: 1024 flops	
worst_setup_path	worst_setup_path_start_kind	flop	
run	drv_cap	0	
sta	rsz0062_at_grt	yes	
clock_tree	ctsHtreeMaxLevel	4	
run	warnings	42	
synth	top_area_share	44.9	%
power	p_leak	36.6	nW
global_routing	grt_max_degree	96	
drt	wl	518000	um
worst_setup_path	cp_max_fo	2	
power	power	21.0	mW
placement	dp_hpwl	351000	um
sta	slew_violations	0	
global_routing	antenna_found_initial	68	
synth	ys_area	56300	um2
worst_setup_path	rrSetupSlack	5850	ps
power	peakVddDrop	245	uV
layout	top_register	registers	
sta	setup_tns	-31170	ps
synth	yosysCellCount	6634	
global_routing	grt_pass1_wl	671000	um
synth	netlist_instances	6634	
synth	ys_seq_share	45.5	%
power	powerDensity	257	nW/um2
worst_setup_path	slowest_stage	nor4_4	
clock_tree	clkLatencyLatePin	750	ps
clock_tree	clk_path_buf_depth	3	
worst_setup_path	cp_top_family	AND-OR/OR-AND gates	
synth	async_reset_ff_share	100	%
worst_setup_path	slowest_delay	370	ps
clock_tree	cts-root-buf	clkbuf_16	
clock_tree	cts_sinks	1024	
layout	final_util	43.9	%
layout	stdcell_count	10381	
placement	gp_congestion	1.10	
worst_setup_path	crit_buf_inv	2	
layout	largest_register_ffs	1024	
clock_tree	clk_pin_slew	50	ps
worst_setup_path	critical_path_arrival	6620	ps
outcome	status	finished, violations left	
worst_setup_path	worstPathCellList	mux2_4, a32o_2, a222oi_1, nand4_1, nor4_4, buf_4, o32ai_4, buf_2	
die	die_y	435	um
layout	drive_above_1_share	32.0	%
worst_setup_path	end_kind	output pin	
synth	synth-edff-count	0	
drt	drc	0	
sta	skew	0	ps
layout	layout_top_cells	nand2_1 (1304), buf_4 (1047), a22oi_1 (1023), dfrtn_1 (1010), o21ai_0 (990)	
die	num_rows	158	
global_routing	grt_pass1_vias	66958	
sta	setup_ws	-1020	ps
synth	synth_area	56300	um2
worst_setup_path	critical_path_class	reg2out	
clock_tree	cts_hold_buf	0	
drt	first_iter_violations	9448	
placement	dpl.cell_count	9925	
synth	synth.distinct_cells	74	
outcome	violations	negative setup slack	
sta	hold_viol	0	
clock_tree	cts_tree	yes	
drt	dr.pass1.iters	9	
sta	slew_headroom	2.73	%
synth	ys_dominant_reg_cell	dfrtn_1	
synth	synth.largest_area_cell	dfrtn_1	
synth	ys.flops	1024	
drt	wire_per_inst	49.9	um
layout	lay_top_count	nand2_1	
die	core	186000	um2
layout	final_area	81500	um2
worst_setup_path	required	5600	ps
global_routing	grt_overflow	0	
layout	fillerInstances	17742	
drt	routed_via_density	6.87	
synth	yosys-top-cells-area	dfrtn_1 (45%), a22oi_1 (16%), nand2_1 (9.0%)	
placement	port_buffers	167	
global_routing	grt_usage	55.7	%
synth	yosys_warnings	2	
synth	syn_avg_cell_area	8.49	um2
worst_hold_path	hp-class	reg2reg	
## per-stage QoR
| stage | hold slack (ps) | setup slack [ps] |
|---|---|---|
| final | 437 | -1020 |
| after global routing | 450 | -1040 |
| after CTS | 438 | -940 |
| after detailed placement | 433 | -1070 |
| after global placement | 434 | -1040 |
| after floorplan | 441 | 310 |
## metal layers
layer / vias up / wire [um] / part of all wire (%) / track usage, %
met4: 67 / 53700 / 10 / 45.6
li1: 27011 / - / - / -
met5: - / 1210 / 0.23 / 2.97
met2: 6717 / 203000 / 39 / 72.0
met1: 35043 / 182000 / 35 / 66.7
met3: 2494 / 77600 / 15 / 31.7
## power by group
part | internal [mW] | leakage, nW | switching [mW]
combinational | 2.26 | 20.9 | 3.09
clock | 4.30 | 2.36 | 3.16
sequential | 7.08 | 13.3 | 1.09
total | 13.7 | 36.6 | 7.34
## cells by family (layout without fill, tap and decap cells)
group           after synthesis  count (layout)  synth area share (%)
buf+inv                     702            1857                  5.16
xor+xnor                     25              25                 0.389
flops                      1024            1024                  45.5
other cells                   1             113               0.00666
compound gates             2554            2554                  29.6
simple gates               2278            2278                  18.3
fa+ha+maj                     1               1                0.0222
mux                          49              49                 0.953
## Yosys cell counts, types with 12 or more instances
library cell     n
mux2i_1         12
nand2b_1        15
a221oi_1        12
buf_2          124
buf_1           52
a22o_1          28
dfrtn_1       1010
nand4_1        164
a2111oi_0       40
or3_1           18
nor2_1         178
nor3_1          84
buf_4           25
nor2b_1         18
o32ai_1         15
dfstp_2         14
xnor2_1         20
a22oi_1       1210
nand3b_1        14
nor4_1          69
o32a_1          14
and3_1         131
a21oi_1        121
a222oi_1        31
clkbuf_1       488
nand2_1       1355
a32oi_1         18
o21ai_0       1002
mux2_2          36
nand3_1        127
and2_1          45
## worst register-to-register path, stage by stage (launching register included)
cell	delay [ps]
dfrtn_1	350
buf_6	160
buf_8	160
nand2_1	70
o21ai_0	70
buf_4	170
## cell type report
cell class              instances  area (um2)  area share, %
diodes                         97         243          0.298
multi-input cells            4923       32500           39.9
well taps                    2480        3100           3.81
flip-flops and latches       1024       25600           31.5
clock buffers                 174        3790           4.65
repair buffers               1591       15300           18.8
clock inverters                83         851           1.04
inverters                       9        33.8         0.0414
## repair_timing
action                     4_1_cts  5_1_grt
resized                        934      266
pin swaps                      389      265
buffers inserted               128       31
setup endpoints to repair      105      104
## worst paths after layout
check	start	to	cells after the start
min in group asynchronous	reset	registers[5][3]	1
min	registers[0][0]	registers[0][0]	1
max in group asynchronous	reset	registers[24][1]	2
min reg2reg	registers[0][0]	registers[0][0]	1
max reg2reg	registers[17][8]	registers[17][8]	5
max	registers[25][23]	DEBUG_RFINFO[7]	8
Power and IR drop assume default switching activity.
